### ./design.v
`timescale 1ns/10ps
module LBP ( clk, reset, gray_addr, gray_req, gray_ready, gray_data, lbp_addr, lbp_valid, lbp_data, finish);
input   	clk;
input   	reset;
output  [13:0] 	gray_addr;
output         	gray_req;
input   	gray_ready;
input   [7:0] 	gray_data;
output  [13:0] 	lbp_addr;
output  	lbp_valid;
output  [7:0] 	lbp_data;
output  	finish;
reg [6:0] x,y,x_s,y_s;
reg [3:0] countNine;
reg [2:0] state, nextState;
reg finishGetData, finishStoreBack, finishSetCenter;
reg [7:0] thresh [0:8];
reg [13:0] storeAddr;
wire [7:0] expOf2 [0:8];
wire [2:0] START, SETCENTER, GETDATA, CALCULATE, STOREBACK, FINISH;
assign expOf2[0] = 8'b0000_0001;
assign expOf2[1] = 8'b0000_0010;
assign expOf2[2] = 8'b0000_0100;
assign expOf2[3] = 8'b0000_1000;
assign expOf2[5] = 8'b0001_0000;
assign expOf2[6] = 8'b0010_0000;
assign expOf2[7] = 8'b0100_0000;
assign expOf2[8] = 8'b1000_0000;
assign START = 0;
assign SETCENTER = 1;
assign GETDATA = 2;
assign CALCULATE = 3;
assign STOREBACK = 4;
assign FINISH = 5;
assign finish = (state == FINISH);
assign lbp_data = (thresh[0] >= thresh[4]) * expOf2[0] + (thresh[1] >= thresh[4]) * expOf2[1] + (thresh[2] >= thresh[4]) * expOf2[2] + (thresh[3] >= thresh[4]) * expOf2[3] + (thresh[5] >= thresh[4]) * expOf2[5] 
+ (thresh[6] >= thresh[4]) * expOf2[6] + (thresh[7] >= thresh[4]) * expOf2[7] + (thresh[8] >= thresh[4]) * expOf2[8];
assign lbp_addr = x + (y * 128);
assign lbp_valid = (state == STOREBACK);
assign gray_addr = x_s + y_s * 128;
assign gray_req = (state == GETDATA);
always@(state, gray_ready, finishGetData, finishStoreBack, finishSetCenter)begin
	case(state)
		START:
			if(gray_ready)
				nextState = SETCENTER;
			else
				nextState = START;
		SETCENTER:
			nextState = GETDATA;
		GETDATA:
			if(finishGetData)
				nextState = STOREBACK;
			else
				nextState = GETDATA;
		STOREBACK:
			if(x == 126 && y == 126)
				nextState = FINISH;
			else if(finishStoreBack)
				nextState = SETCENTER;
		default
			nextState = 0;
	endcase
end
always@(posedge clk)begin
	if(reset)
		state = 3'b000;
	else
		state = nextState;
	finishGetData <= 0;
	finishSetCenter <= 0;
	finishStoreBack <= 0;
	if(reset)begin
		x <= 0;
		y <= 1;
		countNine <= 0;
	end
	else
		case(state)	
			SETCENTER:begin
				if(x == 126)begin
					x <= 1;
					y <= y + 1;
				end
				else
					x <= x + 1;
				finishSetCenter <= 1;
			end
			GETDATA:begin
				if(countNine == 9)begin
					finishGetData <= 1;
				end
				else
					countNine <= countNine + 1;
				case(countNine)
					0:begin 
						x_s = x - 1;
						y_s = y - 1;
					end
					1:begin 
						x_s = x;
						y_s = y - 1;
						thresh[0] <= gray_data;
					end
					2:begin 
						x_s = x + 1;
						y_s = y - 1;
						thresh[1] <= gray_data;
					end
					3:begin 
						x_s = x - 1;
						y_s = y;
						thresh[2] <= gray_data;
					end
					4:begin 
						x_s = x;
						y_s = y;
						thresh[3] <= gray_data;
					end
					5:begin 
						x_s = x + 1;
						y_s = y;
						thresh[4] <= gray_data;
					end
					6:begin 
						x_s = x - 1;
						y_s = y + 1;
						thresh[5] <= gray_data;
					end
					7:begin 
						x_s = x;
						y_s = y + 1;
						thresh[6] <= gray_data;
					end
					8:begin 
						x_s = x + 1;
						y_s = y + 1;
						thresh[7] <= gray_data;
					end
					9:begin
						thresh[8] <= gray_data;
						countNine <= 0;
					end
					default:begin
						countNine <= 0;
					end
				endcase
			end
			STOREBACK:begin
				finishStoreBack <= 1;
			end
		endcase
end
endmodule
### ./run.sh
#!/bin/bash
# OpenROAD 26Q1-2900-gdf79404cd8, Yosys 0.63+post, stock flow scripts
make -C /OpenROAD-flow-scripts/flow DESIGN_CONFIG=/design/flow/config.mk WORK_HOME=/design/flow/orfs finish
### ./config.mk
export PLATFORM = sky130hd
export DESIGN_NAME = LBP
export DESIGN_NICKNAME = LBP
export VERILOG_FILES = /design/flow/design.v
export SDC_FILE = /design/flow/constraint.sdc
export NUM_CORES = 4
export LEC_CHECK = 1
export CORE_UTILIZATION = 40
### ./constraint.sdc
current_design LBP

set clk_period 3.3
set clk_io_pct 0.2

create_clock -name clk0 -period $clk_period [get_ports {clk}]

set non_clock_inputs [all_inputs -no_clocks]
set_input_delay [expr $clk_period * $clk_io_pct] -clock clk0 $non_clock_inputs
set_output_delay [expr $clk_period * $clk_io_pct] -clock clk0 [all_outputs]
==> run_results.csv <==
group,metric,value,unit
logic_synthesis,fa_ha_area_frac,0.160,
timing,period_minus_slack,3.05,ns
worst_setup_path,critPathMaxFanout,8,
logic_synthesis,synthCells,502,
clock_tree,cts_setup_buffers,0,
flow_run,warning_count,32,
power_and_ir_drop,ir_worst_vdd,0.000241,V
cells_and_area,syn_to_final_growth,18.0,%
worst_setup_path,crit_slowest_cell,"clkdlybuf4s50_1",
cells_and_area,lay_top_count,"edfxtp_1",
placement,gp_congestion,0.861,
cells_and_area,final_layout_size_suffix_gt1_frac,0.0572,
logic_synthesis,logic_family,"adder cells",
detailed_routing,ant_nets,0,
logic_synthesis,edf_count,86,
min_path,min_path_cells,2,
global_routing,grt_first_pass_wirelength,19700,um
floorplanning,die-width,122,um
timing,finalSetupTns,0,ns
timing,rsz0062_at_grt,"no",
placement,place_ws,0.480,ns
logic_synthesis,simple_gate_share,0.142,
logic_synthesis,ys_seq_elements,112,
floorplanning,floorplan.core_util,0.415,
worst_setup_path,worstPathRequired,2.64,ns
cells_and_area,logic_area,2540,sq um
placement,portBuffers,49,
timing,unclocked_pins,3,
timing,worst_slack,0.253,ns
timing,max_freq,0.328,GHz
logic_synthesis,ys_cells,502,
placement,place_inst,723,
detailed_routing,drc,0,
flow_run,drv_cap,0,
logic_synthesis,ys_warn_count,2,
global_routing,track_usage,0.181,
logic_synthesis,mux_area_frac,0.00733,
detailed_routing,drt_iter0_markers,298,
worst_setup_path,crit_path_end_kind,"primary output",
logic_synthesis,ys_area,5800,sq um
clock_tree,cts_resized,0,
timing,period_used_share,0.923,
cells_and_area,layout_top_cells,"86 x edfxtp_1, 74 x ha_1, 49 x clkdlybuf4s50_1, 45 x nor2_1",
logic_synthesis,synthAoiAreaFrac,0.119,
clock_tree,clock_latency,0.35,ns
clock_tree,cts-htree-levels,3,
detailed_routing,diodes,0,
logic_synthesis,synth_cell_types,55,
placement,dp_hpwl,8280,um
detailed_routing,vias_per_cell,5.45,
cells_and_area,instances_no_fill,739,
worst_setup_path,crit_arrival,2.39,ns
power_and_ir_drop,powerDensity,401,nW/um^2
worst_setup_path,cpPeakStageDelay,0.43,ns
detailed_routing,dr.pass1.iters,4,
detailed_routing,wl_per_cell,16.6,um
timing,hold_violations,0,
worst_setup_path,critical_path_buf_inv_count,2,
worst_setup_path,cpLargestDelayFamily,"buffers and inverters",
worst_setup_path,crit_type,"reg2out",
timing,slew_violations,0,
power_and_ir_drop,p_leak,2.63,nW
detailed_routing,detailroute.via_count,4025,
clock_tree,cts_hold_buf,0,
logic_synthesis,ff_type,"edfxtp_1",
worst_setup_path,cp.depth,8,
timing,setup_viol,0,
clock_tree,tritoncts,"yes",
worst_setup_path,cp_cell_sequence,"inv_1 > ha_1 > a21o_1 > a21oi_1 > o31ai_1 > nand3_1 > nand2_1 > clkdlybuf4s50_1",
logic_synthesis,syn-cell-area,5800,sq um
worst_setup_path,cp-start-kind,"flip-flop",
logic_synthesis,syn_area_per_cell,11.6,sq um
global_routing,grt_antenna_before_repair,0,
timing,slew_headroom,0.631,
global_routing,first_global_vias,3915,
global_routing,grt_overflow_total,0,
timing,tightest_slew,0.551,ns
cells_and_area,regArea,3090,sq um
global_routing,grt_max_degree,20,
timing,untimed_endpoints,3,
clock_tree,numCtsBuffers,9,
floorplanning,core-area,14000,sq um
logic_synthesis,ys_sh_xor,0.0106,
cells_and_area,nFillCells,1256,
outcome,status,"finished, final reports clean",
floorplanning,ios,50,
clock_tree,cts.path.max_buffers,2,
floorplanning,rows,43,
power_and_ir_drop,total_power,2.74,mW
clock_tree,clockRootBuffer,"clkbuf_16",
detailed_routing,routed_wirelength,12300,um
floorplanning,chipArea,15000,sq um
clock_tree,clk_pin_slew,0.07,ns
min_path,hp-class,"reg2reg",
floorplanning,die_h,122,um
logic_synthesis,asyncSetResetFlopFracSynth,0,
timing,clock_skew,0.00621,ns
worst_setup_path,worstRegToRegCells,7,
## tightest hold or removal path, cell delays in order, from the launching register on
cell and delay (ns):
dfxtp_1 0.36, o21ai_0 0.09, a21oi_1 0.07
## layout make-up
class / instances / share of cell area
Tap cell: 180 / 0.0329
Multi-Input combinational cell: 348 / 0.371
Inverter: 25 / 0.0137
Clock buffer: 13 / 0.0428
Clock inverter: 3 / 0.00676
Sequential cell: 112 / 0.451
Timing Repair Buffer: 58 / 0.0815
## path summary, 6_finish.rpt
check / startpoint / endpoint / slack [ns]
worst max-delay path: thresh[4][4]$_DFFE_PP_ / lbp_data[5] / 0.25
worst min-delay path: x[6]$_SDFFE_PP0P_ / x[6]$_SDFFE_PP0P_ / 0.57
worst max register to register: countNine[0]$_SDFFE_PP0P_ / y_s[3]$_DFFE_PP_ / 1.05
worst min register to register: x[6]$_SDFFE_PP0P_ / x[6]$_SDFFE_PP0P_ / 0.57
## state kept, by name, indices dropped and copies added (netlist names)
register         flops
state                3
nextState            3
y_s                  7
y                    7
thresh              72
countNine            4
x                    7
finishStoreBack      1
finishGetData        1
x_s                  7
## power breakdown
| part | total, mW | switching (mW) | internal [mW] |
|---|---|---|---|
| Sequential | 1.48 | 0.00303 | 1.48 |
| Clock | 1.20 | 0.492 | 0.707 |
| Combinational | 0.0620 | 0.0367 | 0.0253 |
## cells in the mapped netlist, types with 3 or more instances
cell      count  share of area
edfxtp_1     86           0.45
ha_1         74           0.16
nor2_1       45          0.029
a21oi_1      28          0.024
nand2_1      28          0.018
inv_1        25          0.016
dfxtp_1      23          0.079
nand3_1      23          0.020
nand2b_1     13          0.014
o21ai_0      13          0.011
a211oi_1     12          0.016
buf_2        10         0.0086
nor3_1       10         0.0086
o31ai_1       9          0.012
a21o_1        8          0.010
and2_1        8         0.0086
nor3b_1       7         0.0091
a31oi_1       6         0.0065
clkbuf_1      6         0.0039
nor2b_1       5         0.0054
nand4_1       4         0.0043
xnor2_1       4         0.0060
a221oi_1      3         0.0045
and3_1        3         0.0032
dlxtn_1       3         0.0078
nor4b_1       3         0.0045
xor2_1        3         0.0045
## metrics by stage
step	hold WS (ns)	util	instance area, sq um
3_3_place_gp	0.558	0.465	6510
5_1_grt	0.615	0.489	6850
3_5_place_dp	0.546	0.465	6510
6_report	0.570	0.489	6850
2_1_floorplan	0.484	-	5800
4_1_cts	0.563	0.489	6850
## routing by layer
layer / GRT usage / part of all wire / vias up
met5: 0 / 0 / -
met4: 0.0396 / 0.022 / 0
met3: 0.0602 / 0.068 / 19
met2: 0.292 / 0.47 / 117
met1: 0.247 / 0.44 / 1908
li1: - / - / 1981
## cells by family (layout without fill, tap and decap cells)
family / Yosys count / in the layout
and+or+nand+nor: 161 / 161
DFF: 109 / 109
AOI/OAI and AO/OA: 102 / 102
adders and majority gates: 74 / 74
buffers and inverters: 42 / 99
xor gates and xnor gates: 7 / 7
muxes: 4 / 4
latches: 3 / 3
Power and IR drop assume default switching activity.
